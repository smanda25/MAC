--- design/flow/design.v ---
`timescale 1ns / 1ps
module cla(A, B, CIN, S, Cout);
	parameter N = 32;
	input [N-1:0] A, B;
	input CIN;
	output reg [N-1:0] S;
	output reg Cout;
	reg GGa, GPa;
	reg [N-1:0] G, P, C;
	integer i;
	always @ (*) begin
		for (i = 0; i<= N-1; i = i + 1) begin
			G[i] = A[i] & B[i];
			P[i] = A[i] | B[i];
		end
		GGa = G[0]; GPa = P[0];
		C[0] = CIN;
		for (i = 1; i <= N-1; i = i + 1) begin
			C[i] = GGa | (CIN & GPa);
			GGa = G[i] | (GGa & P[i]);
			GPa = P[i] & GPa;
		end
		S = A ^ B ^ C;
		Cout = GGa | (GPa & C[N-1]);
		end
endmodule
--- design/flow/run.sh ---
#!/bin/bash
# OpenROAD 26Q1-2900-gdf79404cd8, Yosys 0.63+post, stock flow scripts
make -C /OpenROAD-flow-scripts/flow DESIGN_CONFIG=/design/flow/config.mk WORK_HOME=/design/flow/orfs finish
--- design/flow/config.mk ---
export PLATFORM = sky130hd
export DESIGN_NAME = cla
export DESIGN_NICKNAME = cla
export VERILOG_FILES = /design/flow/design.v
export SDC_FILE = /design/flow/constraint.sdc
export NUM_CORES = 4
export LEC_CHECK = 1
export CORE_AREA = 10 10 100 100
export DIE_AREA = 0 0 110 110
--- design/flow/constraint.sdc ---
current_design cla

set clk_period 14.8
set clk_io_pct 0.2

create_clock -name clk0 -period $clk_period

set non_clock_inputs [all_inputs -no_clocks]
set_input_delay [expr $clk_period * $clk_io_pct] -clock clk0 $non_clock_inputs
set_output_delay [expr $clk_period * $clk_io_pct] -clock clk0 [all_outputs]
==> impl_metrics.toml <==
# physical design summary
[final_layout]
area_growth_pct = 54.3
stdcell_area_um2 = 3150
fillers = 805
nClkBuffers = 0
seqCellArea_um2 = 0
layout.area.comb_um2 = 1740
flops = 0
fin_cells = 476
drive_above_1_share_pct = 2.94

[floorplan]
die_height_um = 110
design.portCount = 98
fp.dieW_um = 110
core_util_floorplan_pct = 26.2
coreArea_um2 = 7810
rows = 32
dieArea_um2 = 12100

[global_routing]
grt_pass1_vias = 1912
grt_max_degree = 6
antenna_found_initial = 0
grt_usage_pct = 8.40
grt_first_pass_wirelength_mm = 8.53
grt_overflow_total = 0

[detailed_routing]
dr.max_layer_used = "met3"
ant_nets = 0
wirelength_mm = 5.37
vias = 1940
drc_errors = 0
first_iter_violations = 23
wl_met2_mm = 2.67
firstDrtPassIters = 4
wl_met1_mm = 2.33
antennaDiodeCount = 0
routedWlPerCell_um = 11.3
drt-vias-per-instance = 4.08
wl_met3_um = 367

[yosys]
ys_cells = 276
yosys.stat.chipArea_um2 = 2040
ys_types = 41
synth_area_per_cell_um2 = 7.40
ys_seq_share_pct = 0
yosys_warnings = 1
syn_inst = 276
syn_area_um2 = 2040

[setup_path]
cp_max_fo = 5
path_common_cell = "clkdlybuf4s50_1"
start_kind = "input port"
cp.required_ps = 11840
path_cells = "clkdlybuf4s50_1 > inv_1 > ha_1 > or3b_1 > a31oi_1 > o211a_1 > a211oi_2 > a211o_4 > a311oi_4 > nor4b_1 > a211o_1 > clkdlybuf4s50_1"
cpPeakStageDelay_ps = 480
critical_path_buf_inv_count = 3
crit_end = "S[27]"
path_depth = 12
cp_top_family = "AND-OR/OR-AND gates"
crit_arrival_ps = 5980
startpoint = "A[7]"
cp-end-kind = "output port"
crit_slowest_cell = "clkdlybuf4s50_1"
criticalPathCategory = "in2out"

[sta]
rsz0062_at_grt = "no"
hold_viol_final = 0
min_period_ps = 8940
finalSetupViolCount = 0
worstMarginPinSlew_ps = 550
max_slew_margin_pct = 63.2
fmax_mhz = 112
period_used_pct = 60.4
final.setup.tns_ps = 0
drv_slew = 0

[run]
maxCapViolCount = 0
warning_count = 65

[power_and_ir_drop]
leakage_uw = 0.00160
ir_drop_v = 0.0000169
power_density_nw_per_um2 = 37.6

[outcome]
status = "complete, no violations"

[placement]
gp_congestion = 0.832
portBuffers = 98
placed_cells = 476
placed_area_um2 = 3150
dp.final_hpwl_mm = 5.07

[clock_tree]
hold_buffers = 0
post_cts_buffers = 0
cts-resized-gates = 0

[hold_path]
hp-class = "in2out"
min_path_cells = 5
## final cells by class
cell class                 instances  area share, %
inverter                          81           9.65
tap                              102           4.05
timing repair buffer              98           31.1
multi-input combinational        195           55.2
## worst min-delay path, stage by stage
cell and delay [ps]:
clkdlybuf4s50_1 420, inv_1 60, ha_1 130, xor2_1 70
clkdlybuf4s50_1 410
## worst min path at each step
stage	from	end	slack, ps
6_report	B[20]	S[20]	7000
5_1_grt	B[25]	S[25]	7050
4_1_cts	B[20]	S[20]	7010
## report_power, final
part | total [uW] | internal, uW | switching [uW]
clock | 0 | 0 | 0
sequential | 0 | 0 | 0
combinational | 119 | 76.1 | 42.5
## routing by layer
layer	up-vias	global-route usage, %
li1	1075	-
met5	-	0
met4	0	0
met3	0	1.59
met2	37	14.9
met1	828	10.9
## cell families (layout without fill, tap and decap cells)
group	count (synthesis)	count (layout)	share of synthesized area, %
compound gates	50	50	19.2
xor+xnor	28	28	12.0
fa+ha+maj	65	65	40.2
buf+inv	81	179	14.9
simple gates	52	52	13.8
## per-stage QoR
stage / setup WS (ps) / utilization (%) / hold slack, ps / power (uW)
3_5_place_dp: 5830 / 40.4 / 7000 / 121
6_report: 5860 / 40.4 / 7000 / 119
5_1_grt: 5610 / 40.4 / 7050 / 133
3_3_place_gp: 5880 / 40.4 / 6990 / 120
2_1_floorplan: 6930 / - / 6100 / 50.6
4_1_cts: 5830 / 40.4 / 7010 / 122
## cell usage after synthesis (all sizes together), types with 3 or more instances
| library cell | instances | area [um2] |
|---|---|---|
| nor2 | 20 | 75.1 |
| nand2 | 7 | 26.3 |
| o21ai | 4 | 20.0 |
| inv | 81 | 304 |
| xnor2 | 16 | 140 |
| nor3 | 7 | 51.3 |
| a21oi | 15 | 75.1 |
| xor2 | 12 | 105 |
| a211oi | 3 | 37.5 |
| nor3b | 3 | 22.5 |
| ha | 64 | 801 |
| o21bai | 9 | 67.6 |
| nor2b | 4 | 25.0 |
| a31oi | 4 | 40.0 |
## placed cells by master (no fill, tap or decap), types with 2 or more instances in the layout
| cell type | netlist | layout |
|---|---|---|
| xnor2_1 | 16 | 16 |
| nor3_1 | 5 | 5 |
| ha_1 | 64 | 64 |
| a21o_1 | 2 | 2 |
| xor2_1 | 12 | 12 |
| nor4_1 | 2 | 2 |
| nand2_1 | 7 | 7 |
| clkdlybuf4s50_1 | 0 | 98 |
| o21bai_1 | 9 | 9 |
| nor2_1 | 20 | 20 |
| a2111oi_0 | 2 | 2 |
| o22ai_1 | 2 | 2 |
| o21ai_0 | 3 | 3 |
| a21oi_1 | 15 | 15 |
| inv_1 | 81 | 81 |
| a211oi_2 | 3 | 3 |
| nor2b_1 | 4 | 4 |
| nor3b_1 | 3 | 3 |
| a31oi_1 | 3 | 3 |
Power figures rest on the tool's default switching activity, not on a simulated workload.
