==> flow/design.v <==
`timescale 1ns / 1ps
module multiply(clk, reset, LA, LB, s, DataA, DataB, P, Finish);
	parameter n = 32;
	input clk, reset, LA, LB, s;
	input [n-1:0] DataA, DataB;
	output [n+n-1:0] P;
	output Finish;
	wire z, Cout; 
	reg [n+n-1:0] A, DataP;
	wire [n+n-1:0] Sum;
	reg [1:0] state, nextstate;
	wire [n-1:0] B;
	reg Finish, EA, EB, EP, Psel;
	integer i;
	parameter S1 = 2'b00; 
	parameter S2 = 2'b01;
	parameter S3 = 2'b10;
	always@(s or state or z)
	begin: states
		case(state)
			S1: if(s) nextstate = S2;
				 else nextstate = S1;
			S2: if(z) nextstate = S3;
				 else nextstate = S2;
			S3: if(s) nextstate = S3;
				 else nextstate = S1;
			default: nextstate = 2'bxx;
		endcase
	end
	always@(posedge clk or posedge reset)
	begin: FF_state
		if(reset)
			state <= S1;
		else
			state <= nextstate;
	end
	always@(s or state or B[0])
	begin: FSM
	EA = 0; EB = 0; EP = 0; Finish = 0; Psel = 0;
	case(state)
		S1: EP = 1;
		S2: begin
				EA = 1; EB = 1; Psel = 1;
				if(B[0]) EP = 1;
				else EP = 0;
			end
		S3: Finish = 1;
	endcase
end
shifterright ShiftingB(DataB, LB, EB, 0, clk, A);
	defparam ShiftingB.n = 8;
shifterleft ShiftingA({{n{1'b0}}, DataA}, LA, EA, 0, clk, A);
	defparam ShiftingA.n = 16;
assign z = (B==0);
cla carryadder(A, P, 0, Sum, Cout);
always@(Psel or Sum)
	for(i = 0; i < n+n; i = i+1)
		DataP[i] = Psel ? Sum[i] : 0;
regenable regp(DataP, clk, reset, EP, P);
	defparam regp.n = 16;
endmodule
 module shifterleft(R, L, E, w, clk, Q);
	parameter n = 4;
	input [n-1:0] R;
	input L, E, w, clk;
	output [n-1:0] Q;
	reg [n-1:0] Q;
	integer i;
	always@(posedge clk)
	begin
		if(L)
			Q <= R;
		else if(E)
		begin
			Q[0] <= w;
			for(i = 1; i < n; i = i+1)
				Q[i] <= Q[i-1];
		end
	end
endmodule
module shifterright(R, L, E, w, clk, Q);
parameter n = 4;
	input [n-1:0] R;
	input L, E, w, clk;
	output [n-1:0] Q;
	reg [n-1:0] Q;
	integer i;
	always@(posedge clk)
	begin
		if(L)
			Q <= R;
		else if(E)
		begin
		Q <= {w,Q[n-1:1]};
		end
	end
endmodule
module regen(R, clk, reset, E, Q);
parameter n = 8;
input [n-1:0] R;
input clk, reset, E;
output [n-1:0] Q;
reg [n-1:0] Q;
always@(posedge clk or posedge reset)
	if(reset)
		Q <= 0;
	else if(E)
		Q <= R;
endmodule
==> flow/run.sh <==
#!/bin/bash
# OpenROAD 26Q1-2900-gdf79404cd8, Yosys 0.63+post, stock flow scripts
make -C /OpenROAD-flow-scripts/flow DESIGN_CONFIG=/design/flow/config.mk WORK_HOME=/design/flow/orfs finish
==> flow/config.mk <==
export PLATFORM = sky130hd
export DESIGN_NAME = regen
export DESIGN_NICKNAME = regen
export VERILOG_FILES = /design/flow/design.v
export SDC_FILE = /design/flow/constraint.sdc
export NUM_CORES = 4
export LEC_CHECK = 1
export CORE_AREA = 10 10 70 70
export DIE_AREA = 0 0 80 80
==> flow/constraint.sdc <==
current_design regen

set clk_period 1.0
set clk_io_pct 0.2

create_clock -name clk0 -period $clk_period [get_ports {clk}]

set non_clock_inputs [all_inputs -no_clocks]
set_input_delay [expr $clk_period * $clk_io_pct] -clock clk0 $non_clock_inputs
set_output_delay [expr $clk_period * $clk_io_pct] -clock clk0 [all_outputs]
==> notes.md <==
This memo summarizes the results of the implementation run.

Layout
The number of flip-flops in the largest register is 8. The layout summary lists the proportion of cells stronger than drive strength 1 as 0.5682. The layout filler cell count is 386.

In the final layout, the registers with the most flip-flops are Q: 8 flops. From synthesis to final layout, the design area changed by 79.10%. The tally of non-filler cells in the final layout is 90.

By instance count after routing, the leading logic cell types are sky130_fd_sc_hd__clkdlybuf4s50_1 (9), sky130_fd_sc_hd__dfrtp_1 (8), sky130_fd_sc_hd__mux2_4 (8), sky130_fd_sc_hd__buf_2 (8), sky130_fd_sc_hd__buf_4 (5). Ranked by flip-flop count, first place goes to Q. The most common logic cell in the routed design is sky130_fd_sc_hd__clkdlybuf4s50_1.

GRT
The initial antenna violation count is 0. Per the GRT log, the top usage layer is met1. On met2, the global router reports a usage of 0.03612. The via count of the first global-routing pass came to 247. The first global-routing pass estimated 1.338 mm of wire. Entering global routing, the biggest net connects 9 pins.

In the global route stage, met1 resource usage came out at 0.03776. For this run the aggregate overflow at the end of global routing stands at 0. For this run, the total global-route usage over all layers was measured as 0.02769. met3 track demand over resource after global routing is 0.01250.

Clock tree
The buffer depth of the longest clock path is 2. The cell sitting at the root of the clock tree is a sky130_fd_sc_hd__clkbuf_4. TritonCTS created 3 clock buffers.

The timing report gives the clock slew at the launch and capture registers of the worst setup and hold paths as 0.06 ns. Per the CTS log, the maximum H-tree level is 1. Clock tree synthesis found a total of 8 sinks. TritonCTS built the clock tree.

The clock latency on the worst-skew pair is 0.25 ns.

Placed design
The worst setup timing slack at the placement stage is -0.3027 ns. The buffer_ports step reported a buffer count of 18. The weighted congestion at the end of routability-driven global placement is 0.6705. After detailed placement, the design holds a cell count of 85. In the placement report, post-DP HPWL is listed as 746.1 microns.

Timing
The number of hold-slack violations in the final timing report is 0. The setup clock skew after layout is 0 ns. Pins over their slew limit in the final report were tallied at 0. The most critical hold endpoint after final layout shows a slack of 0.2453 ns. The worst relative slew slack is 0.7653.

The portion of the clock cycle consumed by the worst path in the final layout is 0.9754. In the post-route analysis, the smallest setup slack over all paths is 0.02463 ns. Setup repair after global routing left no endpoint under its margin.

The final period demand of the worst path is 0.9754 ns. Looking at the max-slew report, the worst-margin pin has a slew of 0.3517 ns. The final setup violation count is 0. The highest clock frequency the design can meet is 1025 MHz.

Detailed routing
Per the detailed-route log, wirelength across all metal layers totals 930 microns. The antenna diode instance count is 0. The number of DRC markers in iteration 0 is 4. For this run, the detailed router reports a per-instance via density of 2.600. Summing over every cut layer, the via total after detailed routing is 234.

The first detailed-routing pass ran for 2 iterations. In this run the remaining antenna-violating nets after routing total 0. The average detailed-routed wire length per instance is 10.33 microns. After detailed routing, the number of remaining DRC violations is 0.

Power
Switching power as a fraction of the total was reported as 0.2115. The internal power is 0.6229 mW. The switching power is 0.1671 mW.

The share of total power in sequential cells is 0.470. The logic gate share of total power is 0.215. The power report attributes to the clock group a share of 0.315. The leakage power of the design is 0.2840 nW. The highest ir drop seen on vdd is 0.2923 mV. The power per unit of standard cell area is 1316 nW/um^2.

Critical path
The signal on the critical path passes through buf_4 > buf_4 > mux2_4. The worst-case reg-to-reg setup slack stands at 0.02 ns. The cell with the biggest individual delay on the critical path is sky130_fd_sc_hd__dfrtp_1. The critical path startpoint is Q[5]$_DFFE_PP0P_. Looking at the reg2reg group, the worst path starts from Q[5]$_DFFE_PP0P_.

The capturing element type of the critical path is a flip-flop. The worst setup path is of the flip-flop to flip-flop kind. STA lists the maximum fanout along the critical path as 2. In this design, the largest share of critical-path delay is due to flip-flops. The capturing element of the worst setup path is Q[5]$_DFFE_PP0P_. The buffer-and-inverter tally for the worst setup path is 2. The arrival time at the worst endpoint is 1.11 ns. The category of the worst setup path launch point is a flip-flop. The most numerous cell type found on the critical path is sky130_fd_sc_hd__buf_4.

The capture point of the worst register-to-register path is recorded as Q[5]$_DFFE_PP0P_. The number of cells traversed by the worst register-to-register path is 3. The critical path depth is 3. The timing report gives the biggest stage delay along the critical path as 0.37 ns. The data required time of the critical path is 1.13 ns.

Synthesis
In the Yosys report the total cell count is 18. The yosys warning tally is 1. Post-synthesis, Yosys gives the total cell area as 335.3 sq um. The sequential cell area fraction in the yosys report is 0.5970.

The unique cell type count in the Yosys netlist is 4. The synthesized cell area is 335.3 sq um. The main area contributors are sky130_fd_sc_hd__dfrtp_1 (60%), sky130_fd_sc_hd__mux2_4 (36%), sky130_fd_sc_hd__buf_6 (3.4%), sky130_fd_sc_hd__inv_1 (1.1%). Dividing the synthesized area by the synthesized cell count gives 18.63 sq um. The register bit total from synthesis is 8. The share of the synthesized area in the top cell type is 0.5970.

The synthesized design spends more area on one cell type than any other, namely sky130_fd_sc_hd__dfrtp_1. The post-synthesis instance total is 18.

Floorplanning
The area enclosed by the die boundary is 6400 sq um. The core region is 3416 sq um. The row count is 21. The die is 80 microns wide.

The floorplan step set the die height to 80 microns. The starting density of the core is 0.09817. The number of placed I/O pins is 19.

Job
The number of warnings in the stage logs is 25. The tool flagged a number of max-cap violations equal to 0.

Hold path
The path class of the tightest hold or removal check is input port to asynchronous set/reset pin.

Outcome
The flow ran to the end, and the final reports show no timing, DRC or antenna violations.
[what timing repair did]
item,CTS,global route
setup endpoints to repair,16,1
setup buffers,3,0
hold buffers,0,0
resized,25,0
gates cloned,0,0
[power by group through the flow]
stage | logic, mW | registers, mW | clock network (mW)
6_report | 0.170 | 0.371 | 0.249
4_1_cts | 0.181 | 0.372 | 0.275
5_1_grt | 0.185 | 0.373 | 0.291
[per-stage QoR]
step | TNS [ns] | cell area, sq um | power, mW | util
6_report | 0 | 600.6 | 0.7901 | 0.1758
5_1_grt | 0 | 600.6 | 0.8489 | 0.1758
4_1_cts | 0 | 608.1 | 0.8273 | 0.1780
3_5_place_dp | -2.410 | 604.3 | 0.5735 | 0.1769
3_3_place_gp | -2.372 | 604.3 | 0.5723 | 0.1769
2_1_floorplan | 0 | 335.3 | 0.4365 | -
[final cells by class]
cell class                      instances  area, sq um  share of cell area
Multi-Input combinational cell          8        120.1              0.2000
Tap cell                               46        57.56             0.09583
Sequential cell                         8        200.2              0.3333
Clock buffer                            3        22.52             0.03750
Inverter                                1        3.754            0.006250
Timing Repair Buffer                   24        196.4              0.3271
[cells by family after synthesis]
kind of cell           share of synthesized area
multiplexers                              0.3582
buffers and inverters                    0.04476
flip-flops                                0.5970
[per-layer routing]
metal / vias to the layer above / share of wire
met2: 11 / 0.45
met3: 2 / 0.044
met1: 107 / 0.46
li1: 114 / -
met4: 0 / 0.041
met5: - / 0
[how the worst min path moves through the flow]
stage,startpoint,end,slack [ns]
CTS,reset,Q[0]$_DFFE_PP0P_,0.24
global route,reset,Q[0]$_DFFE_PP0P_,0.26
finish,reset,Q[0]$_DFFE_PP0P_,0.25
[Yosys cell counts]
cell type / instances
sky130_fd_sc_hd__mux2_4: 8
sky130_fd_sc_hd__inv_1: 1
sky130_fd_sc_hd__dfrtp_1: 8
sky130_fd_sc_hd__buf_6: 1
Power and IR drop assume default switching activity.
