--- flow/design.v ---
`timescale 1ns / 1ps
module adder(input A, input B, input Cin, output Sum, output Cout 
    );
wire p,r,s;
xor (p,A,B);
xor (Sum,p,Cin);
and(r,p,Cin);
and(s,A,B);
or(Cout,r,s);
endmodule
`timescale 1ns / 1ps
module rca(A, B, Cin, Sum, Cout);
input [31:0] A, B;
input Cin;
output [31:0] Sum;
output Cout;
wire c1;
rca16bit R1(A[15:0], B[15:0], Cin, Sum[15:0], c1);
rca16bit R2(A[31:16], B[31:16], c1, Sum[31:16], Cout);
endmodule
module rca4bit(A, B, Cin, Sum, Cout);
input [3:0] A, B;
input Cin;
output [3:0] Sum;
output Cout;
wire c1, c2, c3;
adder A1(A[0], B[0], Cin, Sum[0], c1);
adder A2(A[1], B[1], c1, Sum[1], c2);
adder A3(A[2], B[2], c2, Sum[2], c3);
adder A4(A[3], B[3], c3, Sum[3], Cout);
endmodule
module rca16bit(A, B, Cin, Sum, Cout);
input [15:0] A, B;
input Cin;
output [15:0] Sum;
output Cout;
wire c1, c2, c3;
rca4bit A5(A[3:0], B[3:0], Cin, Sum[3:0], c1);
rca4bit A6(A[7:4], B[7:4], c1, Sum[7:4], c2);
rca4bit A7(A[11:8], B[11:8], c2, Sum[11:8], c3);
rca4bit A8(A[15:12], B[15:12], c3, Sum[15:12], Cout);
endmodule
--- flow/run.sh ---
#!/bin/bash
# OpenROAD 26Q1-2900-gdf79404cd8, Yosys 0.63+post, stock flow scripts
make -C /OpenROAD-flow-scripts/flow DESIGN_CONFIG=/design/flow/config.mk WORK_HOME=/design/flow/orfs finish
--- flow/config.mk ---
export PLATFORM = sky130hd
export DESIGN_NAME = rca
export DESIGN_NICKNAME = rca
export VERILOG_FILES = /design/flow/design.v
export SDC_FILE = /design/flow/constraint.sdc
export NUM_CORES = 4
export LEC_CHECK = 1
export CORE_AREA = 10 10 104 104
export DIE_AREA = 0 0 114 114
--- flow/constraint.sdc ---
current_design rca

set clk_period 41.6
set clk_io_pct 0.2

create_clock -name clk0 -period $clk_period

set non_clock_inputs [all_inputs -no_clocks]
set_input_delay [expr $clk_period * $clk_io_pct] -clock clk0 $non_clock_inputs
set_output_delay [expr $clk_period * $clk_io_pct] -clock clk0 [all_outputs]
==> out/qor.txt <==
Post-CTS Setup Inserts: 0
pin count of the biggest net entering global routing: 2
Layout Area Growth over Synthesis: 97.36%
unique cell type count in the Yosys netlist: 3
OpenROAD warning count: 32
Rel. slew slack: 0.9220
sequential cell area: 0 um^2
ys cells: 69
ratio of final minimum period to clock period: 0.7298
Post-Syn Area: 899.6 um^2
core footprint: 8678 um^2
drt drc: 0
I/O pins: 98
global route total overflow: 0
post-synthesis cell count: 69
hold crit path type: in -> out
antenna diode count: 0
number of filler cells placed in the layout: 960
RSZ-0062 raised after global routing: false
Die X: 114 um
first-pass GRT wire length: 4995 um
Worst Path Max Fanout: 1
Worst Hold Launch: B[31]
CP max stage cell: clkdlybuf4s50_1
NetSw: 6.766 uW
DIE AREA: 13000 um^2
final hold slack: 17.70 ns
global placement routability congestion: 0.7343
post-detail-place hpwl: 3349 um
Logic cell area: 640.6 um^2
flop count: 0
Tmin final: 30.36 ns
Site Rows: 34
Flop pwr share: 0
Int Pwr: 19.01 uW
Wirelength per Cell: 13.73 um
share of layout cells above drive strength 1: 0
Yosys chip area: 899.6 um^2
combinational share of power: 1.000
status: finished clean
Max Freq: 32.94 MHz
WS Path Type: in -> out
Die H: 114 um
met3 usage: 0.05688
vias post-DR: 729
initial antenna violation count: 0
FP Core Util: 0.1037
Final Max Slew Viols: 0
max cap viols: 0
final hold violation count: 0
Clock power frac: 0
first-pass iteration count of the detailed router: 3
Post-CTS Hold Buffers: 0
Worst Path Arrival: 22.04 ns
Final ANT Viol Nets: 0
vias in the first global route: 945
DRT iter0 DRCs: 4
vias per std cell: 3.000
IO buf count: 98
Worst path most repeated cell: fa_1
Final WS setup: 11.24 ns
Post-Route WL: 3337 um
dpl ws: 11.16 ns
PwrDens: 14.52 nW/um^2
gr busiest metal: met2
crit path DRT: 33.28 ns
Worst Setup SP: A[0]
syn_area_per_cell: 13.04 um^2
CLK BUF: 0
Leak: 0.6436 nW
final setup fails: 0
M2 GR Usage: 0.06454
CP max stage delay: 0.47 ns
register area share after synthesis: 0
Tot GR Track Use: 0.04884
VDD IR-drop max: 0.005652 mV
YS warnings: 0
CP Capture Type: output port
setup TNS: 0 ns
Switching Fraction: 0.2625
PostCTS Resize Cnt: 0
crit path launch type: input pin
Worst Tran Pin Value: 0.1167 ns
met1 usage: 0.05367
path summary, 6_finish.rpt:
check                  to  slack [ns]  depth (start not counted)
setup / recovery  Sum[31]       11.24                         36
hold / removal    Sum[31]       17.70                          5
through the flow:
step	cells	util	area (um^2)	total power, mW
after floorplan	69	-	899.6	0.01238
after global placement	243	0.2046	1775	0.02655
after detailed placement	243	0.2046	1775	0.02668
after CTS	243	0.2046	1775	0.02680
after global routing	243	0.2046	1775	0.02915
final	243	0.2046	1775	0.02578
placed cells by master, fill, tap and decap left out:
master,count
clkdlybuf4s50_1,98
fa_1,32
inv_1,5
power groups by stage:
stage                 combinational [mW]  sequential [mW]  clock (mW)
after CTS                         0.0268                0           0
after global routing              0.0292                0           0
final                             0.0258                0           0
final cells by class:
| cell class | instances | share of cell area |
|---|---|---|
| repair buffers | 98 | 0.5525 |
| well taps | 108 | 0.07611 |
| multi-input cells | 32 | 0.3608 |
| inverters | 5 | 0.01057 |
worst max-delay path: cells and delay by family:
| family | cells | cell delay [ns] |
|---|---|---|
| fa+ha+maj | 32 | 12.70 |
| buf+inv | 4 | 1.03 |
layer usage:
metal  vias to the layer above  share of wire
met5                         -              0
met4                         0              0
met3                         0           0.31
met2                        97           0.34
met1                       330           0.35
li1                        302              -
Yosys cell counts, drive strengths merged:
cell  count  area (um^2)
buf      32        240.2
fa       32        640.6
inv       5        18.77
cell families (layout without fill, tap and decap cells):
group | after synthesis | count (layout) | share of synthesized area
adders and majority gates | 32 | 32 | 0.7121
buffers and inverters | 37 | 103 | 0.2879
Power and IR drop assume default switching activity.
